File: flow/config.mk
export PLATFORM = sky130hd
export DESIGN_NAME = deaggregator
export DESIGN_NICKNAME = deaggregator
export VERILOG_FILES = /design/flow/design.v
export SDC_FILE = /design/flow/constraint.sdc
export NUM_CORES = 4
export LEC_CHECK = 1
export CORE_UTILIZATION = 30
File: flow/constraint.sdc
current_design deaggregator

set clk_period 3.0
set clk_io_pct 0.2

create_clock -name clk0 -period $clk_period [get_ports {clk}]

set non_clock_inputs [all_inputs -no_clocks]
set_input_delay [expr $clk_period * $clk_io_pct] -clock clk0 $non_clock_inputs
set_output_delay [expr $clk_period * $clk_io_pct] -clock clk0 [all_outputs]
File: flow/design.v
module SizedFIFO(CLK, RST, D_IN, ENQ, FULL_N, D_OUT, DEQ, EMPTY_N, CLR);
   parameter               p1width = 1;  
   parameter               p2depth = 3;
   parameter               p3cntr_width = 1;  
   parameter               guarded = 1;
   localparam              p2depth2 = (p2depth >= 2) ? (p2depth -2) : 0 ;
   input                   CLK;
   input                   RST;
   input                   CLR;
   input [p1width - 1 : 0] D_IN;
   input                   ENQ;
   input                   DEQ;
   output                  FULL_N;
   output                  EMPTY_N;
   output [p1width - 1 : 0] D_OUT;
   reg                      not_ring_full;
   reg                      ring_empty;
   reg [p3cntr_width-1 : 0] head;
   wire [p3cntr_width-1 : 0] next_head;
   reg [p3cntr_width-1 : 0]  tail;
   wire [p3cntr_width-1 : 0] next_tail;
   reg [p1width - 1 : 0]     arr[0: p2depth2];
   reg [p1width - 1 : 0]     D_OUT;
   reg                       hasodata;
   wire [p3cntr_width-1:0]   depthLess2 = p2depth2[p3cntr_width-1:0] ;
   wire [p3cntr_width-1 : 0] incr_tail;
   wire [p3cntr_width-1 : 0] incr_head;
   assign                    incr_tail = tail + 1'b1 ;
   assign                    incr_head = head + 1'b1 ;
   assign    next_head = (head == depthLess2 ) ? {p3cntr_width{1'b0}} : incr_head ;
   assign    next_tail = (tail == depthLess2 ) ? {p3cntr_width{1'b0}} : incr_tail ;
   assign    EMPTY_N = hasodata;
   assign    FULL_N  = not_ring_full;
   // synopsys translate_off
   initial
     begin : initial_block
        integer   i;
        D_OUT         = {((p1width + 1)/2){2'b10}} ;
        ring_empty    = 1'b1;
        not_ring_full = 1'b1;
        hasodata      = 1'b0;
        head          = {p3cntr_width {1'b0}} ;
        tail          = {p3cntr_width {1'b0}} ;
        for (i = 0; i <= p2depth2; i = i + 1)
          begin
             arr[i]   = D_OUT ;
          end
     end
   // synopsys translate_on
   always @(posedge CLK )
     begin
        if (RST == 1'b0)
          begin
             head <=  {p3cntr_width {1'b0}} ;
             tail <=  {p3cntr_width {1'b0}} ;
             ring_empty <=  1'b1;
             not_ring_full <=  1'b1;
             hasodata <=  1'b0;
          end  
        else
         begin
             casez ({CLR, DEQ, ENQ, hasodata, ring_empty})
               5'b1????: begin
                  head          <=  {p3cntr_width {1'b0}} ;
                  tail          <=  {p3cntr_width {1'b0}} ;
                  ring_empty    <=  1'b1;
                  not_ring_full <=  1'b1;
                  hasodata      <=  1'b0;
               end
               5'b011?0: begin
                  tail          <=  next_tail;
                  head          <=  next_head;
               end
               5'b010?1: begin
                  hasodata <=  1'b0;
               end
               5'b010?0: begin
                  head          <=  next_head;
                  not_ring_full <=  1'b1;
                  ring_empty    <=  next_head == tail ;
               end
               5'b0010?: begin
                  hasodata      <=  1'b1;
                  end
               5'b0011?: begin
                  if ( not_ring_full )  
                   begin
                      tail          <=  next_tail;
                      ring_empty    <=  1'b0;
                      not_ring_full <=  ! (next_tail == head) ;
                   end
               end
             endcase
         end  
     end  
   always @(posedge CLK )
     begin
        begin
             casez ({CLR, DEQ, ENQ, hasodata, ring_empty})
               5'b011?0: begin D_OUT <=  arr[head]; end
               5'b011?1: begin D_OUT <=  D_IN; end
               5'b010?0: begin D_OUT <=  arr[head]; end
               5'b0010?: begin D_OUT <=  D_IN; end
             endcase
          end  
     end  
   always @(posedge CLK )
     begin: array
         begin
            if (!CLR && ENQ && ((DEQ && !ring_empty) || (!DEQ && hasodata && not_ring_full)))
              begin
                 arr[tail] <=  D_IN;
              end
         end  
     end  
   // synopsys translate_off
   always@(posedge CLK)
     begin: error_checks
        reg deqerror, enqerror ;
        deqerror =  0;
        enqerror = 0;
        if (RST == ! 1'b0)
           begin
              if ( ! EMPTY_N && DEQ )
                begin
                   deqerror = 1 ;
                   $display( "Warning: SizedFIFO: %m -- Dequeuing from empty fifo" ) ;
                end
              if ( ! FULL_N && ENQ && (!DEQ || guarded) )
                begin
                   enqerror =  1 ;
                   $display( "Warning: SizedFIFO: %m -- Enqueuing to a full fifo" ) ;
                end
           end
     end  
   // synopsys translate_on
   // synopsys translate_off
   initial
     begin : parameter_assertions
        integer ok ;
        ok = 1 ;
        if ( p2depth <= 1)
          begin
             ok = 0;
             $display ( "Warning SizedFIFO: %m -- depth parameter increased from %0d to 2", p2depth);
          end
        if ( p3cntr_width <= 0 )
          begin
             ok = 0;
             $display ( "ERROR SizedFIFO: %m -- width parameter must be greater than 0" ) ;
          end
        if ( ok == 0 ) $finish ;
      end  
   // synopsys translate_on
endmodule
module deaggregator
#(
  parameter DATA_WIDTH = 16,
  parameter FETCH_WIDTH = 4
)
(
  input clk,
  input rst_n,
  input [FETCH_WIDTH*DATA_WIDTH - 1 : 0] sender_data,  
  input sender_empty_n,
  output sender_deq,
  output [DATA_WIDTH - 1 : 0] receiver_data,  
  input receiver_full_n,
  output receiver_enq
);
  localparam COUNTER_WIDTH = $clog2(FETCH_WIDTH);
  reg [COUNTER_WIDTH - 1 : 0] select_r;
  wire [DATA_WIDTH - 1 : 0] fifo_dout [FETCH_WIDTH - 1 : 0]; 
  wire fifo_empty_n [FETCH_WIDTH - 1 : 0];
  wire fifo_deq [FETCH_WIDTH - 1 : 0];
  reg sender_deq_r;
  wire fifo_full_n [FETCH_WIDTH - 1 : 0];
  reg [1 : 0] fifo_elements_r; 
  genvar i;
  generate
    for (i = 0; i < FETCH_WIDTH; i++) begin: instantiate_fifos
      fifo
      #(
        .DATA_WIDTH(DATA_WIDTH),
        .FIFO_DEPTH(3),
        .COUNTER_WIDTH(1)
      ) fifo_inst (
        .clk(clk),
        .rst_n(rst_n),
        .din(sender_data[(i + 1)*DATA_WIDTH - 1 : i*DATA_WIDTH]),
        .enq(sender_deq_r),  
        .full_n(fifo_full_n[i]),
        .dout(fifo_dout[i]),
        .deq(fifo_deq[i]),
        .empty_n(fifo_empty_n[i]),
        .clr(1'b0)
      );
      assign fifo_deq[i] = (select_r == i) ? (rst_n && receiver_full_n && fifo_empty_n[i]) : 0;
    end
  endgenerate
  assign receiver_data = fifo_dout[select_r];
  assign receiver_enq = rst_n && receiver_full_n && fifo_empty_n[select_r];
  always @ (posedge clk) begin
    if (rst_n) begin
      if (receiver_enq) begin
        select_r <= select_r + 1;
      end
    end else begin
      select_r <= 0;
    end
  end
  always @ (posedge clk) begin
    if (rst_n) begin
      if (sender_deq && (!fifo_deq[FETCH_WIDTH - 1])) begin
        fifo_elements_r <= fifo_elements_r + 1;
      end else if (!sender_deq && fifo_deq[FETCH_WIDTH - 1]) begin
        fifo_elements_r <= fifo_elements_r - 1;
      end
    end else begin
      fifo_elements_r <= 0;
    end
  end
  assign sender_deq = sender_empty_n && (fifo_elements_r < 3);
  always @ (posedge clk) begin
    if (rst_n) begin
      sender_deq_r <= sender_deq;
    end else begin
      sender_deq_r <= 0;
    end
  end
endmodule
module fifo
#(
  parameter DATA_WIDTH = 16,
  parameter FIFO_DEPTH = 3,  
  parameter COUNTER_WIDTH = 1 
)(
  input clk,
  input rst_n,
  input [DATA_WIDTH - 1 : 0] din,
  input enq,
  output full_n,
  output [DATA_WIDTH - 1 : 0] dout,
  input deq,
  output empty_n,
  input clr
);
  SizedFIFO #(
    .p1width(DATA_WIDTH),
    .p2depth(FIFO_DEPTH),
    .p3cntr_width(COUNTER_WIDTH)) fifo_inst (
    .CLK(clk), 
    .RST(rst_n),  
    .D_IN(din), 
    .ENQ(enq), 
    .FULL_N(full_n), 
    .D_OUT(dout), 
    .DEQ(deq), 
    .EMPTY_N(empty_n), 
    .CLR(clr)
  );
endmodule
File: flow/run.sh
#!/bin/bash
# OpenROAD 26Q1-2900-gdf79404cd8, Yosys 0.63+post, stock flow scripts
make -C /OpenROAD-flow-scripts/flow DESIGN_CONFIG=/design/flow/config.mk WORK_HOME=/design/flow/orfs finish
==> flow_summary.ini <==
; flow metrics
[cts]
path_clk_slew_ns = 0.06
cts-htree-levels = 1
cts_sinks = 221
cts_tree = built
clockBufferDepth = 3
root_buffer = clkbuf_16
clkLatencyLatePin_ns = 0.50
cts_buffers = 24

[sta]
finalSetupTns_ns = 0
relSlewSlack_pct = 43.3
finalHoldViolations = 0
fin_crit_sh_pct = 97.8
fin_skew_ns = 0.00763
worstMarginPinSlew_ns = 0.850
drv_slew = 0
fin_hold_ws_ns = 0.465
finalSetupViolCount = 0
finalCriticalPeriod_ns = 2.93
fmax_ghz = 0.341

[critical_path]
worstPathRequired_ns = 2.40
cp-start-kind = register
cp-end-kind = primary output
arrival_ns = 2.33
worstPathMaxFanout = 11
worstSetupPathType = reg2out
cp_cell_sequence = buf_4 -> ha_4 -> buf_6 -> a222oi_1 -> mux2i_1 -> clkdlybuf4s50_1
cp_slowest_stage_delay_ns = 0.43
critPathSlowestCell = clkdlybuf4s50_1

[finish]
lay_top_count = edfxtp_1
syn2layout_area_growth_pct = 26.3
nFillCells = 2703
final_cell_mix = edfxtp_1 (192), mux2i_1 (80), clkdlybuf4s50_1 (76)
final_util_pct = 38.4
final_layout_size_suffix_gt1_share_pct = 12.5

[placed_design]
portBuffers = 85
hpwl_microns = 13300
gp_congestion = 0.844

[floorplan]
die_height_microns = 175
fp_util_pct = 30.4
die-area_sq_um = 30700
die_w_microns = 175
ios = 86
core_sq_um = 29600
rows = 63

[pwr]
power_switching_mw = 1.40
intPower_mw = 5.43
combPwrFrac_pct = 6.1
p_per_area_nw_per_um2 = 601
pwr-share-clk_pct = 42.9
p_leak_nw = 3.80
p_sw_share_pct = 20.5
pwr-share-seq_pct = 51.0
max-vdd-ir-drop_mv = 0.473

[yosys]
ys_area_sq_um = 9000
synth-edff-count = 192
synthesis.area_sq_um = 9000
ys_ff = 221
ys_seq_share_pct = 70.5
ys_types = 43
syn_inst = 632
yosys_cells = 632
synthArstFlopShare_pct = 0
yosysWarnings = 3
ff_type = edfxtp_1
synth_area_per_cell_sq_um = 14.2

[routing]
vias_per_cell = 4.61
drt-pass1-iter-count = 21
route.detailed.drc = 0
drt.antenna.violating_nets = 0
drt_first_iter_violations = 358
num_vias = 5307
wl_microns = 19400
wl_per_cell_microns = 16.8
diodes = 0

[grt]
grt_pass1_vias = 5377
grt_max_degree = 33
antenna_found_initial = 0
grt_pass1_wl_microns = 29800
grtUsageTotal_pct = 13.5
gr-total-overflow = 0

[run_status]
status = finished, final reports clean

[job]
cap_violations = 0
warnings = 28

[worst_hold_path]
hold_class = reg2reg
critical path, delay by kind of cell, from the launching register on:
kind / cells / cell delay, ns
buf+inv: 3 / 0.72
compound gates: 1 / 0.37
flops: 1 / 0.36
fa+ha+maj: 1 / 0.20
mux: 1 / 0.16
power groups by stage:
| stage | clock network, mW | registers [mW] | logic, mW |
|---|---|---|---|
| after CTS | 3.00 | 3.48 | 0.429 |
| after global routing | 3.12 | 3.49 | 0.465 |
| final | 2.93 | 3.48 | 0.420 |
routing by layer:
metal	wire (microns)	up-vias	global-route usage [%]
met3	1860	25	5.84
li1	-	2604	-
met4	383	0	2.43
met2	9000	175	20.4
met1	8150	2503	19.2
met5	0	-	0
synthesized netlist by cell type, types with 2 or more instances:
cell type | count | share of area [%]
buf_4 | 3 | 0.25
and3_1 | 3 | 0.21
nand3b_1 | 3 | 0.25
o21ai_1 | 8 | 0.44
nand4_1 | 8 | 0.56
mux2i_1 | 80 | 8.9
o21ai_0 | 60 | 3.3
dfxtp_1 | 29 | 6.5
a222oi_1 | 16 | 1.8
inv_1 | 21 | 0.88
nor2b_1 | 6 | 0.42
buf_6 | 3 | 0.38
xnor2_1 | 3 | 0.29
ha_1 | 5 | 0.70
nor3_1 | 7 | 0.39
nor2_1 | 23 | 0.96
nand2_1 | 74 | 3.1
a21oi_1 | 9 | 0.50
a221o_1 | 3 | 0.33
nand3_2 | 2 | 0.22
xor2_1 | 8 | 0.78
buf_2 | 24 | 1.3
and2_1 | 4 | 0.28
clkbuf_1 | 3 | 0.13
edfxtp_1 | 192 | 64
nand3_1 | 10 | 0.56
o2bb2ai_1 | 4 | 0.39
a21boi_2 | 3 | 0.38
clkbuf_2 | 3 | 0.17
nor3_2 | 2 | 0.22
logic make-up after synthesis:
family          synth area share, %
flops                          70.5
mux                            8.90
buf+inv                        3.13
compound gates                 8.02
simple gates                   7.66
fa+ha+maj                     0.695
xor+xnor                       1.07
state kept, by name, summed over array words and instances, names as in the netlist, named ones only:
signal,count
instantiate_fifos.fifo_inst.fifo_inst.arr,128
instantiate_fifos.fifo_inst.fifo_inst.hasodata,4
fifo_elements_r,2
select_r,2
instantiate_fifos.fifo_inst.fifo_inst.ring_empty,4
instantiate_fifos.fifo_inst.fifo_inst.not_ring_full,4
sender_deq_r,1
instantiate_fifos.fifo_inst.fifo_inst.head,4
instantiate_fifos.fifo_inst.fifo_inst.tail,4
instantiate_fifos.fifo_inst.fifo_inst.D_OUT,64
worst paths after layout:
kind                                                                                endpoint  slack (ns)  depth (start not counted)                      from
worst max-delay path                                                       receiver_data[10]        0.07                          6  select_r[0]$_SDFFE_PN0P_
worst min register to register                                                      register        0.46                          2                  register
worst min-delay path                                                                register        0.46                          2                  register
worst max register to register  instantiate_fifos[0].fifo_inst.fifo_inst.arr[0][6]$_DFFE_PP_        0.95                          7  select_r[1]$_SDFFE_PN0P_
what timing repair did:
action,in CTS,in global routing
resized,12,13
buffers inserted,6,0
cloned,0,0
setup endpoints to repair,17,13
pin swaps,7,9
hold buffers,0,0
final cells by class:
type                            instances  area, sq um  share of cell area, %
Clock buffer                           32          652                   5.74
Clock inverter                         11          141                   1.24
Inverter                               21         78.8                  0.694
Multi-Input combinational cell        354         2410                   21.3
Sequential cell                       221         6350                   55.9
Tap cell                              390          488                   4.29
Timing Repair Buffer                  123         1240                   10.9
metrics by stage:
stage               power (mW)  setup WS, ns  cells  cell area (sq um)
floorplan                 3.71         0.653    632               9000
global placement          3.96         0.198   1103              10500
detailed placement        3.97         0.162   1103              10500
CTS                       6.90        0.0175   1152              11300
global route              7.07     -0.000413   1152              11400
finish                    6.83        0.0666   1152              11400
Power and IR drop assume default switching activity.
