==> /design/flow/design.v <==
module aggregator
#(
  parameter DATA_WIDTH = 16,
  parameter FETCH_WIDTH = 4
)
(
  input clk,
  input rst_n,
  input [DATA_WIDTH - 1 : 0] sender_data,
  input sender_empty_n,
  output sender_deq,
  output [FETCH_WIDTH*DATA_WIDTH - 1 : 0] receiver_data,
  input receiver_full_n,
  output reg receiver_enq
);
  localparam COUNTER_WIDTH = $clog2(FETCH_WIDTH);
  reg [COUNTER_WIDTH - 1 : 0] count_r;
  reg [DATA_WIDTH - 1 : 0] receiver_data_unpacked [FETCH_WIDTH - 1 : 0]; 
  assign sender_deq_w = rst_n && sender_empty_n && receiver_full_n;
  assign sender_deq = sender_deq_w;
  genvar i;
  generate
    for (i = 0; i < FETCH_WIDTH; i++) begin: unpack
      assign receiver_data[(i + 1)*DATA_WIDTH - 1 : i*DATA_WIDTH] = receiver_data_unpacked[i];
    end
  endgenerate
  always @ (posedge clk) begin
    if (rst_n) begin
      if (sender_deq_w) begin
        receiver_data_unpacked[count_r] <= sender_data;
        count_r <= (count_r == FETCH_WIDTH - 1) ? 0 : count_r + 1;
        receiver_enq <= (count_r == FETCH_WIDTH - 1); 
      end else begin
        receiver_enq <= 0;
      end
    end else begin
      receiver_enq <= 0;
      count_r <= 0;
    end
  end
endmodule
==> /design/flow/run.sh <==
#!/bin/bash
# OpenROAD 26Q1-2900-gdf79404cd8, Yosys 0.63+post, stock flow scripts
make -C /OpenROAD-flow-scripts/flow DESIGN_CONFIG=/design/flow/config.mk WORK_HOME=/design/flow/orfs finish
==> /design/flow/config.mk <==
export PLATFORM = sky130hd
export DESIGN_NAME = aggregator
export DESIGN_NICKNAME = aggregator
export VERILOG_FILES = /design/flow/design.v
export SDC_FILE = /design/flow/constraint.sdc
export NUM_CORES = 4
export LEC_CHECK = 1
export CORE_UTILIZATION = 30
==> /design/flow/constraint.sdc <==
current_design aggregator

set clk_period 4.3
set clk_io_pct 0.2

create_clock -name clk0 -period $clk_period [get_ports {clk}]

set non_clock_inputs [all_inputs -no_clocks]
set_input_delay [expr $clk_period * $clk_io_pct] -clock clk0 $non_clock_inputs
set_output_delay [expr $clk_period * $clk_io_pct] -clock clk0 [all_outputs]
==> flow_metrics.py <==
# Auto-generated metrics
metrics = {
    "clocking": {
        "cts_tree": "done",
        "cts_buffers": 9,
        "htree_levels": 3,
        "clkTransAtPathRegs_ns": 0.06,
        "clock_latency_ns": 0.32,
        "holdBufCountCts": 0,
        "clock_path_buffers": 2,
        "cts-resized-gates": 0,
        "cts_setup_buffers": 0,
        "clockRootBuffer": "clkbuf_8",
        "cts.sink_count": 67,
    },
    "layout": {
        "areaGrowthSynthToFinish_pct": 52.7,
        "drive_gt1_share_pct": 6.45,
    },
    "critical_path": {
        "reg2regPathDepth": 3,
        "cp_num_cells": 3,
        "critPathMaxFanout": 6,
        "crit_chain": "clkdlybuf4s50_1 -> and3_4 -> clkdlybuf4s50_1",
        "crit_path_max_incr_delay_ns": 0.55,
        "end_kind": "primary output",
        "crit_arrival_ns": 2.09,
        "critPathBufInv": 2,
        "cp-start-kind": "primary input",
        "path_class": "in2out",
        "path_common_cell": "clkdlybuf4s50_1",
        "cp_top_family": "buffers and inverters",
        "crit_slowest_cell": "clkdlybuf4s50_1",
        "cp_data_required_time_ns": 3.44,
    },
    "hold_path": {
        "hp-class": "reg2reg",
        "holdPathStages": 2,
    },
    "logic_synthesis": {
        "edf_count": 64,
        "synth_top_flop_cell": "edfxtp_1",
        "synth_top_cell_by_area": "edfxtp_1",
        "synth_area_um2": 2130,
        "synth_warnings": 2,
        "yosys_cells": 85,
        "synth.avg_cell_area_um2": 25.1,
        "async_reset_ff_share_pct": 0,
        "ys_area_um2": 2130,
        "syn_inst": 85,
        "top_cell_area_share_pct": 90.1,
        "synth.top_cells.by_count": "edfxtp_1 (64), and2_1 (4), ha_1 (4)",
        "yosys.stat.seqShare_pct": 92.9,
        "yosysUniqueCellTypes": 11,
        "synth_dominant_cell_count": "edfxtp_1",
        "ys.flops": 67,
        "topCellsByArea": "edfxtp_1 (90%), dfxtp_1 (2.8%), ha_1 (2.3%)",
    },
    "grt": {
        "grt_pass1_wl_mm": 5.95,
        "grt_max_degree": 17,
        "met1_usage_pct": 18.3,
        "overflow": 0,
        "grtUsageMet3_pct": 7.05,
        "grt_use_met2_pct": 15.2,
        "antenna_found_initial": 0,
        "grt_pass1_vias": 1157,
        "grt.total_usage_pct": 11.7,
        "top_usage_layer": "met1",
    },
    "detailed_routing": {
        "drtPass1Iterations": 4,
        "wl_mm": 3.98,
        "via_per_inst": 4.02,
        "post-route-drc-count": 0,
        "drtAntennaViolNets": 0,
        "vias": 1133,
        "n_antenna_cell": 0,
        "post_drt_wl_per_cell_um": 14.1,
        "drtIter0Drc": 39,
    },
    "sta": {
        "fin_ws_ns": 1.35,
        "tns_ns": 0,
        "worst_slew_pin_slew_ns": 0.852,
        "fin_worst_skew_ns": 0.00364,
        "fin_hold_ws_ns": 0.669,
        "finalMaxSlewViolations": 0,
        "finalSetupViolCount": 0,
        "max_freq_mhz": 339,
        "min_period_over_period_pct": 68.7,
        "relSlewSlack_pct": 43.2,
        "rsz0062_at_grt": "no",
        "min_period_ns": 2.95,
        "hold_viol": 0,
    },
    "floorplanning": {
        "die-area_um2": 7450,
        "dieWidth_um": 86.3,
        "num_io_pins": 86,
        "fp-utilization_pct": 31.2,
        "rows": 30,
        "core_um2": 6830,
        "die_y_um": 86.3,
    },
    "outcome": {
        "status": "complete, no violations",
    },
    "placed_design": {
        "post-place-ws_ns": 1.36,
        "port_buffers": 85,
        "dp_hpwl_mm": 2.66,
        "gp_congestion": 0.731,
    },
    "job": {
        "tool_warnings": 28,
        "drv_cap": 0,
    },
    "pwr": {
        "peakVddDrop_mv": 0.234,
        "pwr_density_cell_nw_per_um2": 360,
        "power_leakage_nw": 1.09,
    },
}
cell families after synthesis:
group,after synthesis,synth area share (%)
compound gates,4,1.41
fa+ha+maj,4,2.35
buf+inv,2,0.352
flops,67,92.9
simple gates,8,2.99
per-stage QoR:
step	total power, mW	util (%)	instances	instance area (um2)
after floorplan	0.744	-	85	2130
after CTS	1.19	47.7	282	3260
after global placement	0.782	45.4	266	3100
after global routing	1.22	47.7	282	3260
after detailed placement	0.783	45.4	266	3100
final	1.17	47.7	282	3260
layout make-up:
cell class                      instances  area [um2]
Clock buffer                           12         135
Clock inverter                          4        17.5
Fill cell                             590        3570
Inverter                                2        7.51
Multi-Input combinational cell         16         144
Sequential cell                        67        1980
Tap cell                               96         120
Timing Repair Buffer                   85         851
worst paths after layout:
check,start,to,slack [ns]
worst min register to register,count_r[1],count_r[1],0.67
worst max-delay path,receiver_full_n,sender_deq,1.35
worst min-delay path,count_r[1],count_r[1],0.67
worst max register to register,count_r[1],receiver_data_unpacked[1][2],2.66
state kept, by name (all words and copies together), names as in the netlist:
signal                  cells
count_r                     2
receiver_data_unpacked     64
receiver_enq                1
power by group:
| group | leakage [nW] | internal [mW] | switching, mW |
|---|---|---|---|
| sequential | 0.603 | 0.723 | 0.00282 |
| combinational | 0.405 | 0.0277 | 0.0157 |
| clock | 0.0792 | 0.204 | 0.199 |
| total | 1.09 | 0.954 | 0.217 |
placed cells by master, fill, tap and decap left out:
cell / count
clkdlybuf4s50_1: 85
edfxtp_1: 64
clkbuf_8: 9
and2_1: 4
ha_1: 4
clkbuf_1: 3
dfxtp_1: 3
inv_1: 2
a21boi_0: 2
o21a_1: 2
clkinv_1: 2
clkinv_2: 2
and3_4: 1
and4_1: 1
and4bb_1: 1
and3_1: 1
worst register-to-register path, stage by stage, from the launching register on:
cell	delay (ns)
dfxtp_1	0.34
inv_1	0.09
ha_1	0.14
and4_1	0.70
routing by layer:
layer | share of wire, % | wire length, um
met1 | 42 | 1680
met5 | 0 | 0
met4 | 1.3 | 51
met2 | 43 | 1730
met3 | 13 | 522
Power and IR drop assume default switching activity.
